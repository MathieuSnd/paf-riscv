$ cat flow/config.mk
export PLATFORM = sky130hd
export DESIGN_NAME = decodeur7seg
export DESIGN_NICKNAME = decodeur7seg
export VERILOG_FILES = /design/flow/design.v
export SDC_FILE = /design/flow/constraint.sdc
export NUM_CORES = 4
export LEC_CHECK = 1
export CORE_AREA = 10 10 70 70
export DIE_AREA = 0 0 80 80
$ cat flow/constraint.sdc
current_design decodeur7seg

set clk_period 1.2
set clk_io_pct 0.2

create_clock -name clk0 -period $clk_period

set non_clock_inputs [all_inputs -no_clocks]
set_input_delay [expr $clk_period * $clk_io_pct] -clock clk0 $non_clock_inputs
set_output_delay [expr $clk_period * $clk_io_pct] -clock clk0 [all_outputs]
$ cat flow/design.v
module decodeur7seg (
	input logic [3:0] din,
	output logic [6:0] dout);
always @(*)
	case (din)
		4'h0: dout = 7'b1000000;
		4'h1: dout = 7'b1111001;
		4'h2: dout = 7'b0100100;
		4'h3: dout = 7'b0110000;
		4'h4: dout = 7'b0011001;
		4'h5: dout = 7'b0010010;
		4'h6: dout = 7'b0000010;
		4'h7: dout = 7'b1111000;
		4'h8: dout = 7'b0000000;
		4'h9: dout = 7'b0010000;
		4'hA: dout = 7'b0001000;
		4'hB: dout = 7'b0000011;
		4'hC: dout = 7'b1000110;
		4'hD: dout = 7'b0100001;
		4'hE: dout = 7'b0000110;
		4'hF: dout = 7'b0001110;
	endcase
endmodule
$ cat flow/run.sh
#!/bin/bash
# OpenROAD 26Q1-2900-gdf79404cd8, Yosys 0.63+post, stock flow scripts
make -C /OpenROAD-flow-scripts/flow DESIGN_CONFIG=/design/flow/config.mk WORK_HOME=/design/flow/orfs finish
==> flow_summary.toml <==
# flow metrics
[outcome]
outcome = "finished, violations left"
violations = "setup timing"

[sta]
setup_violations = 7
worst_pin_slew_ns = 0.152
maxSlewHeadroom_pct = 89.5
rsz0062_at_grt = "true"
fmax_ghz = 0.667
timing.setup.tns_ns = -1.27
finalWorstSetupSlack_ns = -0.299
period_used_pct = 125
fin_crit_ns = 1.50
maxSlewViolCount = 0
hold_viol = 0

[setup_path]
crit_family = "simple AND/OR/NAND/NOR gates"
crit_buf_inv = 3
start_kind = "input pin"
critPathSlowestCell = "or3b_1"
critPathMaxStageDelay_ns = 0.34
endpoint_kind = "output port"
arrival_ns = 1.26
cp_max_fo = 5
required_ns = 0.96
path_cells = "buf_12, inv_12, ha_4, and2b_2, or3b_1, o21ai_1, buf_2"
worstSetupPathType = "input pin to output port"

[logic_synthesis]
yosysWarnings = 1
syn-mean-instance-area_um2 = 8.60
yosysUniqueCellTypes = 15
ys_cells = 32
syn_inst = 32
netlist_area_um2 = 275
yosys_area_um2 = 275
yosysSeqAreaShare_pct = 0

[die]
io_pins = 11
rows = 21
fp-utilization_pct = 8.06
fp.coreArea_um2 = 3420
die_w_um = 80
fp.dieH_um = 80
dieArea_um2 = 6400

[drt]
postRouteAntennaNets = 0
drcViolationCount = 0
vias = 320
antennaDiodeCount = 0
first_iter_violations = 2
wl_um = 967
via_per_inst = 3.14
post_drt_wl_per_cell_um = 9.48
firstDrtPassIters = 3

[power]
peakVddDrop_v = 0.0000964
p_per_area_nw_per_um2 = 313
power_frac_seq_pct = 0
clkPwrFrac_pct = 0
p_int_uw = 121
p_leak_uw = 0.000285
p_sw_share_pct = 40.3
pwr-share-comb_pct = 100.0
switching_power_uw = 81.9

[layout]
syn_to_final_growth_pct = 136
post-route-cell-area_um2 = 649
seq_area_um2 = 0
seq_cell_count = 0
num-clock-buffers = 0
drive_gt1_share_pct = 76.8

[placed_design]
port_buffers = 11
gp_congestion = 0.848
dp_slack_ns = -1.24
place_area_um2 = 537
hpwl_um = 711

[job]
drv_cap = 0
warnings = 41

[min_path]
hold_depth = 3
hold_path_class = "input pin to output port"
holdPathEnd = "dout[3]"
worstHoldStart = "din[3]"

[global_routing]
antenna_found_initial = 0
grt_pass1_wl_um = 1770
grt_max_degree = 8
grt_util_all_layers_pct = 3.31
grt_pass1_vias = 377
overflow = 0
timing repair:
item                       CTS  global route
cloned                       1             0
setup buffers                5             0
hold endpoints to repair     0             0
hold buffers                 0             0
resized                     65             3
setup endpoints to repair    7             7
pin swaps                    9             5
power groups by stage:
| stage | clock network (µW) | registers [µW] | logic [µW] |
|---|---|---|---|
| after CTS | 0 | 0 | 197 |
| after global routing | 0 | 0 | 225 |
| final | 0 | 0 | 203 |
how the worst max path moves through the flow:
stage	startpoint	endpoint	slack, ns	cells after the start
finish	din[1]	dout[0]	-0.30	7
global route	din[1]	dout[0]	-0.38	7
CTS	din[1]	dout[0]	-0.31	7
cells by family (layout without fill, tap and decap cells):
group	Yosys count	in the layout	share of synthesized area, %
adders and majority gates	7	7	31.8
AOI/OAI and AO/OA	6	6	15.5
buffers and inverters	5	29	10.0
muxes	6	6	28.2
and+or+nand+nor	8	8	14.5
per-layer routing:
metal  track usage (%)  wire length [µm]  up-vias
li1                  -                 -      160
met1              3.37               366      154
met3             0.341                16        2
met2              6.90               564        4
met4             0.528                19        0
met5                 0                 0        -
metrics by stage:
step | hold slack [ns] | total power [µW] | utilization (%) | instances
after floorplan | 0.580 | 70.6 | - | 32
after global placement | 1.48 | 169 | 15.7 | 96
after detailed placement | 1.50 | 171 | 15.7 | 96
after CTS | 0.935 | 197 | 18.7 | 102
after global routing | 0.971 | 225 | 19.0 | 102
final | 0.922 | 203 | 19.0 | 102
placed cells by master (no fill, tap or decap), types with 2 or more instances in the layout:
master | netlist | layout
a22o_1 | 2 | 2
buf_12 | 0 | 2
buf_2 | 1 | 9
buf_4 | 0 | 8
buf_6 | 1 | 6
ha_4 | 0 | 6
mux2i_1 | 4 | 3
nor2_1 | 5 | 2
nor2_2 | 0 | 3
o21ai_1 | 0 | 2
area by class of cell:
type,count,area [µm²]
Inverter,3,31.3
Multi-Input combinational cell,27,339
Tap cell,46,57.6
Fill cell,382,2770
Timing Repair Buffer,26,221
synthesized netlist by cell type, drive strengths merged:
cell type  instances  area share, %
buf                2            5.9
mux4               1            9.5
mux2               1            4.1
o21ai              2            3.6
or3b               1            3.2
a32o               1            3.6
a22o               2            6.4
inv                3            4.1
mux2i              4             15
a21oi              1            1.8
and2b              1            3.2
nor2               5            6.8
ha                 7             32
nand2              1            1.4
Power figures rest on the tool's default switching activity, not on a simulated workload.
